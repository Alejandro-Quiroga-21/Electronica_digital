==> flow/design.v <==
module main (
  input CLK,     
  output LED0    
);
  reg [23:0] counter = 0;
  always @(posedge CLK) 
    counter <= counter + 1;
  assign LED0 = counter[23];
endmodule
==> flow/run.sh <==
#!/bin/bash
# OpenROAD 26Q1-2900-gdf79404cd8, Yosys 0.63+post, stock flow scripts
make -C /OpenROAD-flow-scripts/flow DESIGN_CONFIG=/design/flow/config.mk WORK_HOME=/design/flow/orfs finish
==> flow/config.mk <==
export PLATFORM = sky130hd
export DESIGN_NAME = main
export DESIGN_NICKNAME = main
export VERILOG_FILES = /design/flow/design.v
export SDC_FILE = /design/flow/constraint.sdc
export NUM_CORES = 4
export LEC_CHECK = 1
export CORE_AREA = 10 10 80 80
export DIE_AREA = 0 0 90 90
==> flow/constraint.sdc <==
current_design main

set clk_period 4.0
set clk_io_pct 0.2

create_clock -name clk0 -period $clk_period [get_ports {CLK}]

set non_clock_inputs [all_inputs -no_clocks]
set_input_delay [expr $clk_period * $clk_io_pct] -clock clk0 $non_clock_inputs
set_output_delay [expr $clk_period * $clk_io_pct] -clock clk0 [all_outputs]
==> metrics.log <==
[flow] final metrics
[metrics] outcome: finished clean
[metrics] buffer depth of the longest clock path: 2
[metrics] TNS Setup: 0 ns
[metrics] switching part of the total power: 0.178
[metrics] cell family with most CP delay: buffers and inverters
[metrics] post-detailed-placement half-perimeter wirelength: 978 um
[metrics] Cell Area, Synth: 901 um^2
[metrics] maximum number of pins on one net before global-route repair: 14
[metrics] number of warnings in the stage logs: 25
[metrics] met3 Use GR: 0.0142
[metrics] met2 layer usage reported by global route: 0.0527
[metrics] global placement routability congestion: 0.678
[metrics] Max IR drop VDD: 0.247 mV
[metrics] Yosys Chip Area: 901 um^2
[metrics] global-route wire length before repair: 2550 um
[metrics] classification of the worst setup path: reg -> out
[metrics] RSZ-0062 raised after global routing: false
[metrics] Final Skew: 0.00383 ns
[metrics] primary flip-flop cell chosen by synthesis mapping: sky130_fd_sc_hd__dfxtp_1
[metrics] portion of total power attributed to the clock network: 0.399
[metrics] clk slew on worst S/H paths: 0.08 ns
[metrics] CP Capture Type: output port
[metrics] DRC: 0
[metrics] Switch Pwr: 70.5 uW
[metrics] power density normalized to cell area: 378 mW/mm^2
[metrics] count of mapped cells out of synthesis: 83
[metrics] clock sinks: 24
[metrics] floorplan row count: 25
[metrics] top area cells in the synthesized netlist: sky130_fd_sc_hd__dfxtp_1 (53%), sky130_fd_sc_hd__xnor2_1 (18%), sky130_fd_sc_hd__nand3_1 (5.0%)
[metrics] total detailed-routing wirelength: 1360 um
[metrics] fraction of registers with async set/reset: 0
[metrics] yosys cell count: 83
[metrics] power share of the combinational group: 0
[metrics] min-delay src: counter[0]
[metrics] final design area excluding fillers: approximately 0.0010 mm^2
[metrics] number of antenna repair diodes: 0
[metrics] required time worst endpoint: 3.20 ns
[metrics] count of library flops with an enable pin: 0
[metrics] critical-path cell list: clkdlybuf4s50_1
[metrics] GRT Util Overall: 0.0352
[metrics] clock latency at the later pin of the worst-skew pair: ~0.26 ns
[metrics] Chip Width: approximately 90 um
[metrics] actual transition at the worst max-transition pin: between 0.4 and 0.5 ns
[metrics] number of vias per cell after detailed routing: 3.70
[metrics] met1 track demand over resource: 0.0490
[metrics] max FFs per register: 24
[metrics] dominant cell type by area after synthesis: sky130_fd_sc_hd__dfxtp_1
[metrics] most used standard cell by instance count after synthesis: sky130_fd_sc_hd__dfxtp_1
[metrics] critical-path cell with the highest stage delay: sky130_fd_sc_hd__clkdlybuf4s50_1
[metrics] TritonCTS clock tree: done
[metrics] Min Clock Period, post-route: 1.87 ns
[metrics] vias post-DR: 574
[metrics] TritonCTS Buffers: 3
[metrics] number of input and output port buffers inserted: 1
[metrics] top fanout value on the critical path: 2
[metrics] post-CTS repair timing setup buffer count: 0
[metrics] synthesized area divided by synthesized cell count: 10.9 um^2
[metrics] Detailed Route Iter0 Violations: 77
[metrics] Largest Register: counter
[metrics] htree depth: 1
[metrics] Highest Clock Rate: 534 MHz
[metrics] count of hold-fix buffers inserted at cts: 0
[metrics] die area: 0.00810 mm^2
[metrics] number of antenna violations at the first check in global routing: 0
[metrics] vias in the first global route: 574
[metrics] critical path launch point type: flip-flop
[metrics] initial core utilization: 0.191
[metrics] cts repair resizes: 0
[metrics] top-area cell type share of the netlist area: 0.533
[metrics] synthesis warning total: 1
[metrics] total iterations of the first detailed-routing run: 4
[metrics] total cell area at the placement stage: 995 um^2
[metrics] setup violation total in the final timing report: 0
[metrics] number of buffer and inverter stages on the critical path: 1
[metrics] delay of the slowest cell on the worst path: 0.47 ns
[metrics] Unique cell types: 15
[metrics] area of the core region: around 0.0047 mm^2
[metrics] worst-case register-to-register setup slack: between 2 and 3 ns
[metrics] DRT antenna net count: 0
[metrics] WL per Instance: 8.80 um
[metrics] internal cell power: 326 uW
[metrics] register bit total from synthesis: 24
[metrics] boundary pin count: 2
[metrics] kind of path behind the tightest hold check: reg -> reg
[metrics] leading post-synthesis cells by instance count: sky130_fd_sc_hd__dfxtp_1 (24), sky130_fd_sc_hd__xnor2_1 (18), sky130_fd_sc_hd__nand3_1 (9)
[metrics] Area Growth Syn to Fin: 16.5%
[metrics] final period utilization: 0.469
[metrics] proportion of power drawn by flip-flops and latches: 0.601
[metrics] largest registers: counter: 24 flops
[metrics] most crowded layer after global routing: met2
[metrics] global route total overflow: 0
[metrics] clock root buffer master: sky130_fd_sc_hd__clkbuf_8
[metrics] Worst slew margin: 0.683
[metrics] number of hold-slack violations in the final timing report: 0
[metrics] critical path launch point: counter[23]
[metrics] source of the worst register-to-register timing path: counter[0]
[metrics] total count of max-transition violations in the final report: 0
[metrics] portion of the post-synthesis area used by sequential elements: 0.533
[metrics] layout cell share with drive strength beyond 1: 0.0909
[metrics] leakage power total: 0.000335 uW
[metrics] critical path arrival: ~1.1 ns
[metrics] height of the die: about 90 um
[metrics] Max Cap Viol: 0
==> power groups by stage <==
stage	registers [uW]	clock network, uW	logic (uW)
after CTS	239	163	0.000113
after global routing	239	174	0.000113
final	239	158	0.000113
==> cell type report <==
class                           instances  area (um^2)
Clock buffer                            4         55.1
Sequential cell                        24          480
Fill cell                             498         3670
Timing Repair Buffer                    1         10.0
Tap cell                               67         83.8
Inverter                                1         3.75
Multi-Input combinational cell         58          417
==> final timing paths <==
check | to | cells past startpoint
hold / removal | counter[0] | 1
hold reg to reg | counter[0] | 1
setup / recovery | LED0 | 1
setup reg to reg | counter[20] | 5
==> placed cells by master, fill, tap and decap left out <==
cell type / instances
sky130_fd_sc_hd__and2b_4: 1
sky130_fd_sc_hd__inv_1: 1
sky130_fd_sc_hd__nand2_1: 7
sky130_fd_sc_hd__nor2_1: 2
sky130_fd_sc_hd__nand3_1: 9
sky130_fd_sc_hd__and3_1: 4
sky130_fd_sc_hd__and3_2: 1
sky130_fd_sc_hd__nor3_4: 1
sky130_fd_sc_hd__nand4_1: 6
sky130_fd_sc_hd__xnor2_1: 18
sky130_fd_sc_hd__ha_1: 1
sky130_fd_sc_hd__dfxtp_1: 24
sky130_fd_sc_hd__xor2_1: 4
sky130_fd_sc_hd__and4_1: 3
sky130_fd_sc_hd__nand3_2: 1
sky130_fd_sc_hd__clkdlybuf4s50_1: 1
sky130_fd_sc_hd__clkbuf_8: 4
==> cells by family after synthesis <==
| family | share of synthesized area |
|---|---|
| and+or+nand+nor | 0.235 |
| DFF | 0.533 |
| xor gates and xnor gates | 0.214 |
| buffers and inverters | 0.00416 |
| adders and majority gates | 0.0139 |
==> routing by layer <==
metal  part of all wire  up-vias
li1                   -      298
met1               0.51      269
met2               0.43        5
met3              0.053        2
met4             0.0051        0
met5                  0        -
==> per-stage QoR <==
stage	util	setup WS, ns	hold slack (ns)	std cells	total power, uW
2_1_floorplan	-	2.68	0.383	83	244
3_3_place_gp	0.211	2.40	0.391	151	244
3_5_place_dp	0.211	2.40	0.411	151	244
4_1_cts	0.222	2.11	0.433	155	401
5_1_grt	0.222	2.08	0.456	155	413
6_report	0.222	2.13	0.427	155	397
Power figures rest on the tool's default switching activity, not on a simulated workload.
