==> design/flow/design.v <==
module seg_7_func(
    input wire A, B, C, D,
    output wire [0:6] seg_7
    );
    assign seg_7[0] = A|C|((B&D)|(~B&~D));
    assign seg_7[1] = A|~B|(C&D)|(~C&~D);
    assign seg_7[2] = A|B|~C|D;
    assign seg_7[3] = (C&~D)|(~B&C)|(~B&~D)|((B&~C)&D)|(A&B);
    assign seg_7[4] = (~A&(C&~D))|(~C&(~B&~D));
    assign seg_7[5] = A|(B&~D)|(B&~C)|(~C&~D);
    assign seg_7[6] = (~B&C)|(B&~C)|(C&~D)|A;
endmodule
==> design/flow/run.sh <==
#!/bin/bash
# OpenROAD 26Q1-2900-gdf79404cd8, Yosys 0.63+post, stock flow scripts
make -C /OpenROAD-flow-scripts/flow DESIGN_CONFIG=/design/flow/config.mk WORK_HOME=/design/flow/orfs finish
==> design/flow/config.mk <==
export PLATFORM = sky130hd
export DESIGN_NAME = seg_7_func
export DESIGN_NICKNAME = seg_7_func
export VERILOG_FILES = /design/flow/design.v
export SDC_FILE = /design/flow/constraint.sdc
export NUM_CORES = 4
export LEC_CHECK = 1
export CORE_AREA = 10 10 70 70
export DIE_AREA = 0 0 80 80
==> design/flow/constraint.sdc <==
current_design seg_7_func

set clk_period 1.2
set clk_io_pct 0.2

create_clock -name clk0 -period $clk_period

set non_clock_inputs [all_inputs -no_clocks]
set_input_delay [expr $clk_period * $clk_io_pct] -clock clk0 $non_clock_inputs
set_output_delay [expr $clk_period * $clk_io_pct] -clock clk0 [all_outputs]
==> commit_impl_results.txt <==
Add synthesis and place-and-route results

- The run finished, with violations left.
- Violated checks: setup timing
- Total number of vias: 222
* Sequential cell area in the final layout: 0 um^2
- The synthesized design spends more area on one cell type than any other, namely sky130_fd_sc_hd__ha_1.
- Per the synthesis report, the single largest cell type by area occupies 36.0% of cell area.
* Number of maximum-capacitance violations: 0
- The final timing report derives a shortest allowable period of 1.26 ns.
* Top logic cell by instance count in the layout: sky130_fd_sc_hd__buf_4
- For reference, the post-synthesis area per instance comes to 6.94 um^2.
* Crit path DRT: 0.96 ns
* Number of antenna violations at the first check in global routing: 0
* Cell total in the yosys stat output: 20
- The detail route stage leaves a number of antenna-violating nets equal to 0.
* Final Max-Slew Violation Tally: 0
- The final weighted congestion recorded by global placement is 0.726.
- After detailed placement, the design holds a cell count of 83.
- Setup repair after global routing could not meet its margin everywhere.
- The script parses the final routing iteration and logs DRC violations as 0.
* Post-DP HPWL: 506 um
- Start point of the worst min-delay path: C
- The floorplan step records an initial core utilization of 4.07%.
- Hold Path End: seg_7[3]
- Distinct cell type count of the synthesized netlist: 14
* Proportion of synthesized chip area in sequential cells: 0%
* Average vias per placed instance: 2.55
- Data on the critical path arrives at its endpoint at 1.02 ns.
- Maximum vdd ir drop: 0.0000380 V
- Along the worst path, the maximum fanout reaches 4.
- In the global route stage, overall resource usage came out at 2.01%.
* Count of warning messages emitted by the tools: 36
* Leakage Power: 0.178 nW
- The first TritonRoute pass finished after 2 iterations.
- Crit. End Element: output pin
- The worst hold path passes through 4 cells.
- Critical path class: primary input to output pin
* Die ar.: 6400 um^2
* Setup-failing EPs final: 5
* DR WL/cell: 8.45 um
- The via count of the first global-routing pass is 220.
* Hold buffer count at CTS: 0
* Number of buffer cells added on primary ports: 11
* Top cells by area: sky130_fd_sc_hd__ha_1 36%, sky130_fd_sc_hd__or3_1 9.0%, sky130_fd_sc_hd__o2bb2ai_1 6.3%
* Number of core rows: 21
* Final Hold Violation Tally: 0
- Count of boundary I/O pins: 11
* Headroom to the max-slew limit: 87.7%
- Detailed-route iteration 0 reported a violation count of 7.
- Worst setup slack after layout: -0.0580 ns
- Commonest non-fill, non-tap cells in the layout: 7 x sky130_fd_sc_hd__buf_4, 4 x sky130_fd_sc_hd__buf_6, 4 x sky130_fd_sc_hd__buf_2, 3 x sky130_fd_sc_hd__inv_4, 3 x sky130_fd_sc_hd__ha_4
- There are 0 flip-flops and latches.
* Class of the most critical hold timing path: primary input to output pin
* Crit start category: primary input
- Clock buffer instance count of the final layout: 0
* Antenna cell count: 0
* Ratio of cells with drive above 1 in the final layout: 73.2%
- In this run the power density over the cells is 285 nW/um^2.
* Post-layout power: 0.000132 W
- Before any placement, the netlist area is recorded as around 140 um^2.
- Floorplan core area: 3420 um^2
* Wire length of the first global-routing pass: 1100 um
* Post-Layout Cell Count: between 80 and 90
- Overall die height: 80 um
* Final clock period utilization by the worst path: 105%
- Width of the die: 80 um
* Synthesized chip area reported by yosys: 139 um^2
* Post-Syn Instances: 20
- Largest net degree at the start of global routing: 8
- Aggregate routed wire length: 735 um
- Maximum operating frequency: 795 MHz
- Synth-to-layout area growth: 233%
- Slew of the pin with the lowest slew margin: 0.185 ns
* Total overflow reported by the global router: 0
- Number of synthesis warnings: 0
[worst max-delay path, cell delays in order]
cell,delay [ns]
sky130_fd_sc_hd__buf_8,0.10
sky130_fd_sc_hd__buf_6,0.11
sky130_fd_sc_hd__nand2b_4,0.14
sky130_fd_sc_hd__or3_1,0.30
sky130_fd_sc_hd__buf_2,0.12
[worst max path at each step]
stage | startpoint | to | cells past startpoint
4_1_cts | D | seg_7[2] | 5
5_1_grt | C | seg_7[1] | 5
6_report | D | seg_7[2] | 5
[metrics by stage]
stage / cell area, um^2 / hold slack (ns) / worst slack, ns / utilization, % / setup TNS [ns]
finish: 463 / 0.798 / -0.0580 / 13.6 / -0.148
global route: 463 / 0.822 / -0.0878 / 13.6 / -0.389
CTS: 440 / 0.824 / -0.103 / 12.9 / -0.279
detailed placement: 352 / 1.58 / -0.872 / 10.3 / -5.56
global placement: 352 / 1.59 / -0.882 / 10.3 / -5.55
floorplan: 139 / 0.503 / 0.242 / - / 0
[power by group]
group	total [W]	internal, W	leakage, nW	switching, W
logic	0.000132	0.0000807	0.178	0.0000511
registers	0	0	0	0
clock network	0	0	0	0
total	0.000132	0.0000807	0.178	0.0000511
[synthesized netlist by cell type (all sizes together)]
master   instances
nor3             1
inv              3
xnor2            1
nand3b           1
nand2            2
ha               4
o21ai            1
nand3            1
nand2b           1
nor2             1
o2bb2ai          1
a211oi           1
or3              2
[routing by layer]
metal  routed length, um  vias up  global-route usage (%)
met1                 337      101                    2.70
met2                 329        7                    3.37
met4                   0        0                       0
met5                   0        -                       0
li1                    -      114                       -
met3                  68        0                   0.455
[kinds of logic after synthesis]
family | Yosys count | synth area share, %
compound gates | 3 | 15.3
xor+xnor | 1 | 6.31
fa+ha+maj | 4 | 36.0
buf+inv | 3 | 8.11
simple gates | 9 | 34.2
[timing repair]
action / 4_1_cts / 5_1_grt
resized: 55 / 6
gates cloned: 0 / 0
pin swaps: 9 / 3
endpoints found under the hold margin: 0 / 0
setup endpoints to repair: 7 / 6
setup buffers: 4 / 0
[area by class of cell]
class	instances	area (um^2)
repair buffers	21	194
inverters	3	18.8
fillers	386	2950
well taps	46	57.6
multi-input cells	17	193
Power is estimated from default activity; no workload was simulated.
