==> ./design.v <==
module seg_7_proc(
    input wire A, B, C, D,
    output wire [0:6] seg_7
    );
    wire [3:0] BCD = {A,B,C,D};
    reg [0:6] seg;
    always @(*) begin
        case (BCD)
        4'd0: seg = 7'b1111110;
        4'd1: seg = 7'b0110000;
        4'd2: seg = 7'b1101101;
        4'd3: seg = 7'b1111001;
        4'd4: seg = 7'b0110011;
        4'd5: seg = 7'b1011011;
        4'd6: seg = 7'b1011111;
        4'd7: seg = 7'b1110000;
        4'd8: seg = 7'b1111111;
        4'd9: seg = 7'b1111011;
        default: seg = 7'b0000001;  
        endcase
    end
    assign seg_7 = seg; 
endmodule
==> ./run.sh <==
#!/bin/bash
# OpenROAD 26Q1-2900-gdf79404cd8, Yosys 0.63+post, stock flow scripts
make -C /OpenROAD-flow-scripts/flow DESIGN_CONFIG=/design/flow/config.mk WORK_HOME=/design/flow/orfs finish
==> ./config.mk <==
export PLATFORM = sky130hd
export DESIGN_NAME = seg_7_proc
export DESIGN_NICKNAME = seg_7_proc
export VERILOG_FILES = /design/flow/design.v
export SDC_FILE = /design/flow/constraint.sdc
export NUM_CORES = 4
export LEC_CHECK = 1
export CORE_AREA = 10 10 70 70
export DIE_AREA = 0 0 80 80
==> ./constraint.sdc <==
current_design seg_7_proc

set clk_period 1.0
set clk_io_pct 0.2

create_clock -name clk0 -period $clk_period

set non_clock_inputs [all_inputs -no_clocks]
set_input_delay [expr $clk_period * $clk_io_pct] -clock clk0 $non_clock_inputs
set_output_delay [expr $clk_period * $clk_io_pct] -clock clk0 [all_outputs]
==> Slide: Implementation Results <==
Synthesis and Place & Route Summary

STA
  • Fin Hold WS: 0.792 ns
  • Final Hold Fails: 0
  • FMAX: 0.798 GHz
  • Final WS setup: -0.254 ns
  • Slew Limit Fails: 0
  • Setup violations, final: 7
  • Crit share post-route: 125%
  • Worst Max-Slew Pin Slew: 0.149 ns
  • RSZ-0062 raised after global routing: yes
  • Tmin final: 1.25 ns
  • Worst rel slew slack: 90.0%

Route
  • Vias: 268
  • Vias per cell: 2.82
  • Residual DRC: 0
  • First DRT Iteration DRCs: 10
  • Routed len/inst: 9.63 um
  • DRT Wirelength: 915 um
  • First-pass iteration count of the detailed router: 2
  • Final ANT Viol Nets: 0
  • N_diodes: 0

Final layout
  • Layout cells sized above 1: 87.8%
  • Comb. cell area: 278 um2
  • Fillers: 382
  • FFs & Latches: 0
  • Design Area, Final: 519 um2
  • Dominant logic cell type in the layout: buf_2
  • Fin util: 15.2%
  • Synthesis-to-layout area growth: 123%
  • Reg area: 0 um2
  • Most common logic cells in the final layout: buf_2 (10), buf_6 (6), buf_4 (6)
  • Clk_buf instances: 0

Hold path
  • Hold_sp: B
  • Min-Delay Path Class: in2out
  • Min-Delay Path Depth: 4
  • Worst min-delay path endpoint: seg_7[4]

Synthesis
  • Cell Type Count: 16
  • Mean Syn Cell Area: 8.02 um2
  • Ys cells: 29
  • Post-Syn Area: 233 um2
  • Yosys stat chip area: 233 um2
  • Register share after synthesis: 0%
  • Syn Inst Count: 29
  • Synthesis Warnings: 1

Power
  • Switching power: 79.3 uW
  • Power Dens Cells: 361 nW/um2
  • Switching Fraction: 42.3%
  • Gate power share: 100.0%
  • Leak pwr: 0.000220 uW
  • Pwr Total: 187 uW
  • Clock Power Share: 0%
  • Power share of the sequential group: 0%
  • Maximum vdd drop: 0.0602 mV
  • Internal cell power: 108 uW

Critical path
  • Worst path required time: 0.80 ns
  • Kind of critical path: in2out
  • Capturing element type of the critical path: output pin
  • CP Launch Type: input pin
  • CP max FO: 5
  • Crit path DAT: 1.05 ns

GRT
  • Initial antenna violation count: 0
  • Remaining global-route overflow: 0
  • First-pass GRT wire length: 1380 um
  • GRT Resource Usage Total: 2.68%
  • Number of global-route vias before repair: 257
  • Pin count of the biggest net entering global routing: 8

Placement
  • Buffers on Ports: 11
  • HPWL Detailed: 626 um
  • Final Wtd Congestion: 0.646
  • Placed instance area: 408 um2
  • Pre-CTS worst setup slack: -1.10 ns

Die
  • Die X-Extent: 80 um
  • Core area: 3420 um2
  • Rows: 21
  • Die Ht: 80 um
  • Die Area: 6400 um2
  • Floorplan core density: 6.81%
  • I/O pin count: 11

Clocking
  • Hold buffer count at cts: 0

Flow run
  • OpenROAD warning count: 39
  • Max cap viols: 0

Run status
  • Run status: finished with violations
  • Failing checks: setup timing
[power by group through the flow]
stage | combinational [uW] | sequential (uW) | clock (uW)
final | 187 | 0 | 0
after global routing | 204 | 0 | 0
after CTS | 174 | 0 | 0
[synth_stat cells (all sizes together)]
| cell type | number | area share [%] |
|---|---|---|
| a21oi | 1 | 2.1 |
| a21o | 2 | 7.0 |
| o31a | 1 | 3.8 |
| inv | 5 | 8.1 |
| ha | 6 | 32 |
| nor3b | 1 | 3.2 |
| o22ai | 3 | 8.1 |
| or2 | 1 | 2.7 |
| o21ai | 2 | 4.3 |
| mux2 | 1 | 4.8 |
| nand2b | 1 | 3.8 |
| buf | 2 | 9.7 |
| nor2b | 2 | 8.6 |
| nand2 | 1 | 1.6 |
[layer usage]
layer | vias to the layer above | GRT usage [%] | routed length [um]
li1 | 136 | - | -
met5 | - | 0 | 0
met3 | 0 | 0.227 | 21
met2 | 2 | 5.14 | 534
met4 | 0 | 0 | 0
met1 | 130 | 3.30 | 359
[layout make-up]
cell class	count	share of cell area (%)
repair buffers	22	31.3
inverters	5	4.10
well taps	46	11.1
multi-input cells	22	53.5
[cell families after synthesis]
family	Yosys count	synth area share, %
AND-OR/OR-AND	9	25.3
adder cells (fa/ha/maj)	6	32.3
buffers and inverters	7	17.7
multiplexers	1	4.84
AND/OR/NAND/NOR	6	19.9
[timing repair]
item                                    4_1_cts  5_1_grt
buffers inserted                              6        1
endpoints found under the setup margin        7        7
gates resized                                64        6
cloned                                        1        0
pin swaps                                     6        2
[metrics by stage]
| step | TNS, ns | std cells |
|---|---|---|
| after floorplan | 0 | 29 |
| after global placement | -6.86 | 88 |
| after detailed placement | -6.87 | 88 |
| after CTS | -1.24 | 95 |
| after global routing | -1.45 | 95 |
| final | -1.22 | 95 |
[worst max path at each step]
stage / to / slack (ns) / cells past startpoint / from
after CTS: seg_7[3] / -0.27 / 6 / C
after global routing: seg_7[3] / -0.30 / 6 / C
final: seg_7[3] / -0.25 / 6 / C
[worst max-delay path: stages]
cell and delay (ns):
buf_6 0.10, buf_6 0.12, buf_6 0.11, mux2_4 0.27
o22ai_2 0.14, buf_2 0.13
No activity file was given, so power comes from the tool's default toggle rates.
